==> design/flow/config.mk <==
export PLATFORM = sky130hd
export DESIGN_NAME = pwm
export DESIGN_NICKNAME = pwm
export VERILOG_FILES = /design/flow/design.v
export SDC_FILE = /design/flow/constraint.sdc
export NUM_CORES = 4
export LEC_CHECK = 1
export CORE_UTILIZATION = 40
==> design/flow/constraint.sdc <==
current_design pwm

set clk_period 5.4
set clk_io_pct 0.2

create_clock -name clk0 -period $clk_period [get_ports {clk}]

set non_clock_inputs [all_inputs -no_clocks]
set_input_delay [expr $clk_period * $clk_io_pct] -clock clk0 $non_clock_inputs
set_output_delay [expr $clk_period * $clk_io_pct] -clock clk0 [all_outputs]
==> design/flow/design.v <==
`timescale 1ns / 1ps
module div_clk(
    input i_clk_50mhz, 
	 output o_clk_div
);
parameter integer n = 10000;
reg [31:0]div_cnt;
initial begin
	div_cnt <= 0;
end
always@(posedge i_clk_50mhz) begin
	 if (div_cnt == n-1) begin
		  div_cnt <= 0;
	 end else begin
		  div_cnt <= div_cnt+1;
	 end
end
assign o_clk_div = (div_cnt < (n/2)) ? 1:0;
endmodule
`timescale 1ns / 1ps
module pwm (
    input [1:0] address,            
    input chipselect,               
    input clk,                      
    input read,                     
    input reset_n,                  
    input write,                    
    input [31:0] writedata,         
    output pwm_out,                 
    output reg [31:0] readdata      
);
    reg [31:0] DATA;                
    reg [7:0] pwm_cnt;              
    reg [7:0] duty_cycle;           
    always @(posedge clk or negedge reset_n) begin
        if (!reset_n) begin
            DATA <= 32'b0;
            readdata <= 32'b0;
        end else begin
            readdata <= 32'b0;  
            if (chipselect && write && (address == 2'b0)) begin
                DATA <= writedata[31:0];
            end else if (chipselect && read && (address == 2'b0)) begin
                readdata <= DATA;
            end
        end
    end
    wire o_clk_div;  
    div_clk div_clk_inst (
        .i_clk_50mhz(clk),          
        .o_clk_div(o_clk_div)       
    );
    always @(posedge o_clk_div or negedge reset_n) begin
        if (!reset_n) begin
            duty_cycle <= 0;        
        end else begin
            case (DATA)
                0: duty_cycle <= 0;
                10: duty_cycle <= 10;
                20: duty_cycle <= 20;
                30: duty_cycle <= 30;
                40: duty_cycle <= 40;
                50: duty_cycle <= 50;
                60: duty_cycle <= 60;
                70: duty_cycle <= 70;
                80: duty_cycle <= 80;
                90: duty_cycle <= 90;
                100: duty_cycle <= 100;
                default: duty_cycle <= 0;  
            endcase
        end
    end
    always @(posedge o_clk_div or negedge reset_n) begin
        if (!reset_n) begin
            pwm_cnt <= 0;           
        end else begin
            if (pwm_cnt == 99) begin
                pwm_cnt <= 0;
            end else begin
                pwm_cnt <= pwm_cnt + 1;
            end
        end
    end
    assign pwm_out = (pwm_cnt < duty_cycle) ? 1 : 0;
endmodule
==> design/flow/run.sh <==
#!/bin/bash
# OpenROAD 26Q1-2900-gdf79404cd8, Yosys 0.63+post, stock flow scripts
make -C /OpenROAD-flow-scripts/flow DESIGN_CONFIG=/design/flow/config.mk WORK_HOME=/design/flow/orfs finish
==> impl_metrics.py <==
# Flow results
metrics = {
    "worst_hold_path": {
        "hold_class": "reg2reg",
    },
    "timing": {
        "setup_repair_after_global_routing_missed_its_margin": "false",
        "final.period_utilization": 0.434,
        "hold_ws_ns": 0.455,
        "slew_viol_final": 0,
        "slew-limit-headroom": 0.431,
        "endpoints_left_unconstrained": 15,
        "final-hold-violation-count": 0,
        "final_period_minus_worst_setup_slack_ns": 2.34,
        "fin_setup_tns_ns": 0,
        "finalSetupViolCount": 0,
        "clock.fmax_mhz": 427,
        "max_slew.worst_pin.slew_ns": 0.853,
        "number_of_register_pins_that_no_clock_reaches": 14,
        "final.setup_skew_ns": 0.00495,
    },
    "synthesis": {
        "synth_cell_type_count": 48,
        "share_of_flip_flops_with_an_asynchronous_set_or_reset": 0.709,
        "edf_count": 0,
        "yosys_top_cell_by_area": "sky130_fd_sc_hd__dfrtp_1",
        "synth_stat.cells": 393,
        "post_synth.cell_area_avg_um2": 11.7,
        "post_synth_instance_area_mm2": 0.00459,
        "synthesis_warning_total": 2,
        "ys_ff": 110,
        "synth-seq-area-share": 0.565,
        "synth-main-ff-cell": "sky130_fd_sc_hd__dfrtp_1",
        "synth.yosys.chip_area_mm2": 0.00459,
        "synthDominantCellAreaShare": 0.349,
        "area_leaders": "sky130_fd_sc_hd__dfrtp_1, sky130_fd_sc_hd__dfxtp_1, sky130_fd_sc_hd__dfrtn_1",
        "syn_inst": 393,
    },
    "critical_path": {
        "setup.worst_path.start": "address[1]",
        "path_cells": "clkdlybuf4s50_1, nor2_1, and4b_1, and2_1",
        "cp_data_arrival_time_ns": 2.61,
        "endpoint": "readdata[19]",
        "critical_path_fanouts_max": 32,
        "timing.setup.critical_path_class": "in2reg",
        "rr_worst_depth": 3,
        "r2r_slack_ns": 3.64,
        "critPathSlowestCell": "sky130_fd_sc_hd__and4b_1",
        "worst_setup_path_end_kind": "register",
        "worst_path_dominant_cell_family": "simple AND/OR/NAND/NOR gates",
        "critical_path_buf_inv_count": 1,
        "worst_setup_path_start_kind": "primary input",
        "crit-reg2reg-capture": "div_clk_inst.div_cnt[4]",
        "cp.depth": 4,
        "crit_required_ns": 5.67,
        "critical_path.max_stage_delay_ns": 0.78,
        "reg2reg_from": "div_clk_inst.div_cnt[19]",
    },
    "layout": {
        "layout-drive-gt1-share": 0.128,
        "syn_to_final_growth_pct": 25.4,
        "final_cell_area_mm2": 0.00575,
    },
    "cts": {
        "cts-resized-gates": 0,
        "cts_tree": "built",
        "postCtsSetupRepairBufs": 0,
        "clk_path_buf_depth": 2,
        "cts_htree_levels": 3,
        "cts_buffers": 9,
        "clk_root_buffer_cell": "sky130_fd_sc_hd__clkbuf_16",
        "post_cts_hold_buffer_count": 0,
        "path_clk_slew_ns": 0.06,
        "clock_insertion_delay_worst_skew_ns": 0.33,
    },
    "grt": {
        "first_global_vias": 2954,
        "antenna_found_initial": 0,
        "global_route.peak_usage_layer": "met1",
        "grt_pass1_wl_mm": 14.5,
        "globalRouteMet1Util": 0.257,
        "grt_start_max_net_pins": 54,
        "track_usage": 0.161,
        "gr-total-overflow": 0,
        "grtUsageMet2": 0.237,
        "grt_use_met3": 0.0433,
    },
    "placement": {
        "count_of_input_and_output_buffers": 71,
        "post-dp-hpwl_mm": 5.98,
        "globalplace.congestion": 0.828,
        "dpl-instance-area_mm2": 0.00543,
    },
    "run": {
        "log.warning_count": 25,
        "drv_cap": 0,
    },
    "routing": {
        "ant_nets": 0,
        "wirelength_routed_mm": 8.47,
        "vias_per_cell": 4.94,
        "n_antenna_cell": 0,
        "routedWlPerCell_um": 13.9,
        "drtPass1Iterations": 4,
        "detailroute.via_count": 3005,
        "post-route-drc-count": 0,
        "first_iter_violations": 72,
    },
    "outcome": {
        "run_status": "finished clean",
    },
    "floorplanning": {
        "chipWidth_um": 109,
        "die-height_um": 109,
        "core_util_floorplan": 0.418,
        "fp-row-count": 38,
        "io_pins": 72,
        "floorplan.die_area_mm2": 0.0119,
        "design.core.area_mm2": 0.0110,
    },
    "power_and_ir_drop": {
        "highest_ir_drop_seen_on_vdd_mv": 0.229,
        "powerDensity_mw_per_mm2": 287,
        "power_uw": 1650,
        "static-leakage-power_uw": 0.00238,
    },
}
how the worst min path moves through the flow:
| stage | from | endpoint | slack (ns) | cells after the start |
|---|---|---|---|---|
| 5_1_grt | div_clk_inst.div_cnt[31] | div_clk_inst.div_cnt[31] | 0.48 | 1 |
| 4_1_cts | div_clk_inst.div_cnt[31] | div_clk_inst.div_cnt[31] | 0.46 | 1 |
| 6_report | div_clk_inst.div_cnt[31] | div_clk_inst.div_cnt[31] | 0.45 | 1 |
cell type report:
| type | instances | area (um2) |
|---|---|---|
| fillers | 935 | 5230 |
| repair buffers | 73 | 723 |
| multi-input cells | 259 | 1900 |
| clock inverters | 5 | 80.1 |
| clock buffers | 11 | 243 |
| flip-flops and latches | 110 | 2590 |
| well taps | 140 | 175 |
| inverters | 10 | 37.5 |
cells in the mapped netlist (11+ instances only):
cell type / number
sky130_fd_sc_hd__xnor2_1: 26
sky130_fd_sc_hd__dfrtp_1: 64
sky130_fd_sc_hd__mux2_2: 30
sky130_fd_sc_hd__nand3_1: 24
sky130_fd_sc_hd__nor4_1: 11
sky130_fd_sc_hd__dfrtn_1: 14
sky130_fd_sc_hd__nor3_1: 12
sky130_fd_sc_hd__dfxtp_1: 32
sky130_fd_sc_hd__nor2_1: 19
sky130_fd_sc_hd__xor2_1: 13
sky130_fd_sc_hd__nand2_1: 14
sky130_fd_sc_hd__and2_1: 34
state kept, by name, summed over array words and instances (netlist names):
signal	cells
div_clk_inst.div_cnt	32
DATA	32
duty_cycle	6
pwm_cnt	8
readdata	32
power by group:
group / total [uW] / internal (uW) / switching, uW
Combinational: 148 / 93.3 / 54.5
Clock: 671 / 417 / 254
Sequential: 829 / 772 / 57.4
cells in the final DEF (no fill, tap or decap), types with 2 or more instances in the layout:
master / synthesis / final
sky130_fd_sc_hd__and4b_1: 2 / 2
sky130_fd_sc_hd__bufinv_16: 0 / 2
sky130_fd_sc_hd__nor2b_1: 3 / 3
sky130_fd_sc_hd__xnor2_1: 26 / 26
sky130_fd_sc_hd__o21ai_0: 4 / 4
sky130_fd_sc_hd__or3_4: 2 / 2
sky130_fd_sc_hd__dfrtn_1: 14 / 14
sky130_fd_sc_hd__clkbuf_16: 0 / 9
sky130_fd_sc_hd__nand2_1: 14 / 14
sky130_fd_sc_hd__buf_4: 0 / 3
sky130_fd_sc_hd__nor3_1: 12 / 12
sky130_fd_sc_hd__nand3b_1: 2 / 2
sky130_fd_sc_hd__mux2_2: 30 / 30
sky130_fd_sc_hd__nor2_1: 19 / 19
sky130_fd_sc_hd__dfxtp_1: 32 / 32
sky130_fd_sc_hd__a21o_1: 2 / 2
sky130_fd_sc_hd__nor3b_1: 3 / 3
sky130_fd_sc_hd__dfrtp_1: 64 / 64
sky130_fd_sc_hd__nor4_1: 11 / 11
sky130_fd_sc_hd__o21a_1: 2 / 2
sky130_fd_sc_hd__clkdlybuf4s50_1: 0 / 70
sky130_fd_sc_hd__nor4_2: 6 / 6
sky130_fd_sc_hd__nand2b_1: 2 / 2
sky130_fd_sc_hd__nand3_1: 24 / 24
sky130_fd_sc_hd__inv_1: 10 / 10
sky130_fd_sc_hd__and2_1: 34 / 34
sky130_fd_sc_hd__ha_1: 7 / 7
sky130_fd_sc_hd__and3_1: 7 / 7
sky130_fd_sc_hd__xor2_1: 13 / 13
sky130_fd_sc_hd__nand4_1: 9 / 9
sky130_fd_sc_hd__a21oi_1: 7 / 7
routing by layer:
metal  routed length, um  up-vias  share of wire
met5                   0        -              0
met1                4120     1423           0.49
met2                3720       63           0.44
met3                 559        5          0.066
met4                  65        0         0.0077
li1                    -     1514              -
stage by stage:
stage	utilization	std cells	setup slack (ns)
3_3_place_gp	0.494	592	2.70
3_5_place_dp	0.494	592	2.65
4_1_cts	0.524	608	3.00
6_report	0.524	608	3.06
2_1_floorplan	-	393	3.06
5_1_grt	0.524	608	2.90
logic make-up (layout without fill, tap and decap cells):
group	count (synthesis)	after routing	share of synthesized area
adders and majority gates	7	7	0.0191
muxes	30	30	0.0736
DFF	110	110	0.565
buffers and inverters	24	99	0.0205
AOI/OAI and AO/OA	22	22	0.0314
and+or+nand+nor	161	161	0.216
xor gates and xnor gates	39	39	0.0745
Power figures rest on the tool's default switching activity, not on a simulated workload.
