==> design.v <==
module pio_inout (
    input               clk,         
    input               reset_n,     
    input       [2:0]   address,     
    input               write,       
    input               read,        
    input       [31:0]  writedata,   
    output reg  [31:0]  readdata,    
    inout               pio_pin      
);
    reg io_dir;           
    reg io_data_out;      
    wire io_data_in;      
    assign pio_pin = (io_dir) ? io_data_out : 1'bz;  
    assign io_data_in = pio_pin;                    
    always @(posedge clk or negedge reset_n) begin
        if (!reset_n) begin
            io_dir      <= 1'b0;     
            io_data_out <= 1'b0;     
            readdata    <= 32'b0;    
        end else begin
            if (write) begin
                case (address)
                    3'b000: io_dir      <= writedata[0];  
                    3'b001: io_data_out <= writedata[0];  
                endcase
            end
            if (read) begin
                case (address)
                    3'b000: readdata <= {31'b0, io_dir};         
                    3'b001: readdata <= {31'b0, io_data_in};     
                endcase
            end
        end
    end
endmodule
==> run.sh <==
#!/bin/bash
# OpenROAD 26Q1-2900-gdf79404cd8, Yosys 0.63+post, stock flow scripts
make -C /OpenROAD-flow-scripts/flow DESIGN_CONFIG=/design/flow/config.mk WORK_HOME=/design/flow/orfs finish
==> config.mk <==
export PLATFORM = sky130hd
export DESIGN_NAME = pio_inout
export DESIGN_NICKNAME = pio_inout
export VERILOG_FILES = /design/flow/design.v
export SDC_FILE = /design/flow/constraint.sdc
export NUM_CORES = 4
export LEC_CHECK = 1
export CORE_AREA = 10 10 70 70
export DIE_AREA = 0 0 80 80
==> constraint.sdc <==
current_design pio_inout

set clk_period 1.2
set clk_io_pct 0.2

create_clock -name clk0 -period $clk_period [get_ports {clk}]

set non_clock_inputs [all_inputs -no_clocks]
set_input_delay [expr $clk_period * $clk_io_pct] -clock clk0 $non_clock_inputs
set_output_delay [expr $clk_period * $clk_io_pct] -clock clk0 [all_outputs]
==> metrics.yaml <==
yosys:
  yosys-top-cells-count: "buf_4, dfrtp_1, mux2_1, mux2_2"
  ys_types: 8
  avgSynthCellArea_um2: 9.32
  async_reset_ff_share_pct: 100
  synth-edff-count: 0
  ys_seq_share_pct: 19.2
  yosysChipArea_um2: 392
  ys_top_cells_by_area: "buf_4, dfrtp_1, mux2_1, mux2_2, nor4b_2"
  syn_inst: 42
  yosysWarnings: 2
  syn_area_um2: 392
  largest_area_cell: "buf_4"
  yosys_most_used_dff: "dfrtp_1"
  ys_ff: 3
  synth_top_area_share_pct: 59.4
  top_cell: "buf_4"
  ys_cells: 42
place:
  place.gp.congestion: 0.747
  dp_hpwl_um: 752
  io_buffers: 8
  dp_cells: 95
status:
  status: "stopped before the end"
  failed_stage: "4_1_cts"
  stop_error: "[error] [KeplerFormal.cpp:679] Workflow failed: Iso has multiple drivers: .pio_pin0, pio_pin$_DFFE_PN0P_.Q0"
die:
  fp_util_pct: 11.5
  fp.dieH_um: 80
  num_rows: 21
  fp.dieW_um: 80
  io_pins: 72
clocking:
  cts_resized: 3
  cts_root_buffer: "clkbuf_4"
  holdBufCountCts: 0
  clock-sinks: 3
  h-tree-depth: 1
  numCtsBuffers: 3
  cts_setup_buffers: 0
  clockBufferDepth: 2
[cell families after synthesis]
| logic type | after synthesis | share of synthesized area, % |
|---|---|---|
| muxes | 4 | 11.5 |
| buffers and inverters | 31 | 59.4 |
| other | 1 | 0.958 |
| and+or+nand+nor | 3 | 8.94 |
| DFF | 3 | 19.2 |
[stage by stage]
step | setup TNS (ps) | worst slack, ps | instance area, um2
after floorplan | 0 | 207 | 504
after detailed placement | -805 | -289 | 409
after global placement | -792 | -284 | 409
